===== ./design.v =====
module demo(clk,key,led);
input clk;
input wire[1:0] key;
output reg[7:0] led;
reg[3:0] cnt;
wire key_right;
wire key_left;
key key1(.clk(clk),.key_in(key[0]),.key_flag(key_right));
key key2(.clk(clk),.key_in(key[1]),.key_flag(key_left));
always @ (posedge clk)
begin
	if(key_right)
	begin
		cnt<=cnt+1'b1;
		if(cnt==4'd9)
			cnt<=4'd0;
	end
	else if(key_left)
	begin
		if(cnt==4'd0)
			cnt<=4'd1;
		else
			cnt<=cnt-4'd1;
	end
end
always @ (posedge clk)
begin
	case(cnt)
	4'd0:led=8'b0000_0000;
	4'd1:led=8'b0000_0001;
	4'd2:led=8'b0000_0010;
	4'd3:led=8'b0000_0100;
	4'd4:led=8'b0000_1000;
	4'd5:led=8'b0001_0000;
	4'd6:led=8'b0010_0000;
	4'd7:led=8'b0100_0000;
	4'd8:led=8'b1000_0000;
	default:led=8'b1111_1111;
	endcase
end
endmodule
module key(clk,key_in,key_flag);
input clk;
input key_in;
output key_flag;
reg key_flag;
reg [19:0] cnt_20ms;
parameter cnt_max = 20'd999_999;
always @ (posedge clk)
begin
	if(key_in==1'b1)
		cnt_20ms <= 20'b0;
	else if(cnt_20ms==cnt_max && key_in==1'b0)
		cnt_20ms <= cnt_20ms;
	else
		cnt_20ms <= cnt_20ms + 1'b1;
end
always @ (posedge clk)
begin
	if(cnt_20ms == cnt_max-1'b1)
		key_flag <= 1'b1;
	else
		key_flag <= 1'b0;
end
endmodule

===== ./run.sh =====
#!/bin/bash
# OpenROAD 26Q1-2900-gdf79404cd8, Yosys 0.63+post, stock flow scripts
make -C /OpenROAD-flow-scripts/flow DESIGN_CONFIG=/design/flow/config.mk WORK_HOME=/design/flow/orfs finish

===== ./config.mk =====
export PLATFORM = sky130hd
export DESIGN_NAME = demo
export DESIGN_NICKNAME = demo
export VERILOG_FILES = /design/flow/design.v
export SDC_FILE = /design/flow/constraint.sdc
export NUM_CORES = 4
export LEC_CHECK = 1
export CORE_UTILIZATION = 30

===== ./constraint.sdc =====
current_design demo

set clk_period 3.4
set clk_io_pct 0.2

create_clock -name clk0 -period $clk_period [get_ports {clk}]

set non_clock_inputs [all_inputs -no_clocks]
set_input_delay [expr $clk_period * $clk_io_pct] -clock clk0 $non_clock_inputs
set_output_delay [expr $clk_period * $clk_io_pct] -clock clk0 [all_outputs]

==> ci_impl_report.md <==
## Synthesis and layout report

| Metric | Value |
|---|---|
| Clock share of power | 36.2% |
| WL per Instance | 11.5 um |
| Cells after synthesis | 292 |
| Ant diodes | 0 |
| Psw | roughly 260 uW |
| Area grow syn2layout | 10.1% |
| Status | complete, no violations |
| Placed cells | 393 |
| Yosys cell count | 292 |
| Synth warn | 2 |
| Fin crit share | 56.6% |
| Worst Skew | 0.0125 ns |
| Tool warnings | 28 |
| CP Capture Type | flop |
| Root Driver | clkbuf_8 |
| Arr. time, crit path | roughly 2.2 ns |
| Worst min path class | flop to flop |
| Vias per std cell | 5.18 |
| GR Util All Layers | 11.3% |
| Unrepaired setup endpoints after global routing | false |
| Non-Filler Instances | 401 |
| Total Wirelength | 4620 um |
| Critical path fanouts, max | 10 |
| Mapped Area | 2580 sq um |
| # Post-CTS Setup Buffers | 0 |
| Gpl congestion | 0.839 |
| Final hold viol count | 0 |
| Post-cts sizing count | 0 |
| DRT antenna net count | 0 |
| CTS Sinks | 54 |
| Via count | 2,078 |
| Vias in the first global route | ~1.9k |
| Final Core Density | 34.4% |
| I/O Pins | 11 |
| Max clock buf depth | 2 |
| Post-route cell area | 2840 sq um |
| Total of max-cap violations | 0 |
| Worst-Skew Late Latency | ~0.31 ns |
| Internal | 812 uW |
| Tightest Pin Transition | 0.788 ns |
| Power density cells | 376 nW/um^2 |
| Port Buffers | 10 |
| FMAX | 520 MHz |
| Worst Hold Slack | roughly 0.50 ns |
| Setup_tns | 0 ns |
| Endpoints failing setup | 0 |
| Area leader share | slightly below 40% |
| Init Core Util | 31.2% |
| Critical path class | flop to flop |
| Clock period minus worst slack | 1.92 ns |
| Pins over their slew limit | 0 |
| Initial antenna violation count | 0 |
| Cell area leaders | dfxtp_1 39%, edfxtp_1 4.7%, a21oi_1 4.1% |
| Clk slew on worst S/H paths | ~0.11 ns |
| Top Layout Cells | 50 x dfxtp_1, 28 x nor2_1, 21 x a21oi_1 |
| Seq share, synth | 43.5% |
| Hold buffers post-CTS | 0 |
| Switching Share | 23.9% |
| Die area | 8970 sq um |
| Post-Syn Area per Cell | 8.83 sq um |
| Core area | 8260 sq um |
| GRT overflow | 0 |
| Unique cell type count in the Yosys netlist | approximately 49 |
| Commonest Layout Cell | dfxtp_1 |
| Crit path DRT | 3.65 ns |
| Filler Cells Inserted | 852 |
| Largest net degree at the start of global routing | 25 |
| CP startpoint kind | flop |
| Fraction of layout cells with a size suffix above 1 | 6.42% |
| Seq pwr share | roughly 60% |
| Normalized max-slew margin | 47.3% |
| Top cell type by total area after synthesis | dfxtp_1 |
| Chip Area, Yosys | between 2000 and 3000 sq um |
| Flops after synth | 54 |
| Max H-tree Level | 2 |
| Comb pwr share | 2.6% |
| Post-DP Area | ~2700 sq um |
| Initial DRC Count | 67 |
| DRT Pass-1 Iters | 6 |
| Leakage | 0.946 nW |
| First-pass GRT wire length | between 8000 and 9000 um |
| DR DRC count | 0 |
| TritonCTS clock tree | done |
| Width of the chip | 94.7 um |
| Post-DP HPWL | between 3000 and 4000 um |
| Die H | roughly 95 um |
| CTS buffer count | 5 |
| IR drop worst, VDD | 0.149 mV |
| Floorplan row count | 33 |
-- cells in the mapped netlist, drive strengths merged --
cell,number
dfxtp,50
nor2,28
a21oi,21
nand3,17
nand4,15
nand2,14
o21ai,14
xor2,11
inv,10
or3,10
clkbuf,9
nor3,9
and3,7
a211oi,6
and4,6
buf,6
ha,6
nor4,6
xnor2,6
edfxtp,4
or2,4
or4,4
a31oi,3
o31ai,3
a22o,2
nand3b,2
nand4b,2
nor3b,2
nor4b,2
or4b,2
a21o,1
a221o,1
a31o,1
and2,1
mux2,1
nor2b,1
o211ai,1
o21bai,1
o221ai,1
o2bb2ai,1
o31a,1
-- logic make-up (layout without fill, tap and decap cells) --
family,count (synthesis),in the layout,share of synthesized area [%]
flip-flops,54,54,43.5
XOR/XNOR,17,17,5.78
adder cells (fa/ha/maj),6,6,2.91
buffers and inverters,25,29,4.37
multiplexers,1,1,0.437
AND/OR/NAND/NOR,132,132,29.4
AND-OR/OR-AND,57,57,13.6
-- critical path, stage by stage, from the launching register on --
cell     delay (ns)
dfxtp_1        0.40
ha_1           0.23
and3_1         0.38
nand4_1        0.31
or3_1          0.41
a21oi_1        0.13
-- per-layer routing --
layer	GRT usage (%)	routed length [um]
met5	0	0
met2	18.5	1990
met1	16.4	2420
met3	1.80	143
met4	1.52	65
-- final timing paths --
check | startpoint | to | slack [ns] | cells past startpoint
setup / recovery | key1.cnt_20ms[1]$_SDFFE_PP0N_ | key1.cnt_20ms[16]$_SDFFE_PP0N_ | 1.48 | 5
hold / removal | key2.cnt_20ms[15]$_SDFFE_PP0N_ | key2.cnt_20ms[15]$_SDFFE_PP0N_ | 0.50 | 2
setup reg to reg | key1.cnt_20ms[1]$_SDFFE_PP0N_ | key1.cnt_20ms[16]$_SDFFE_PP0N_ | 1.48 | 5
hold reg to reg | key2.cnt_20ms[15]$_SDFFE_PP0N_ | key2.cnt_20ms[15]$_SDFFE_PP0N_ | 0.50 | 2
-- per-stage QoR --
step           total power, mW  setup WS, ns
4_1_cts                   1.08          1.45
5_1_grt                   1.11          1.29
6_report                  1.07          1.48
2_1_floorplan            0.686          1.74
3_3_place_gp             0.694          1.18
3_5_place_dp             0.695          1.13
-- flip-flops by register name, summed over array words and instances (netlist names) --
name and count:
key2.cnt_20ms 20, key2.key_flag 1, key1.cnt_20ms 20, key1.key_flag 1, led 8, cnt 4
-- power groups by stage --
stage / combinational, mW / sequential [mW] / clock (mW)
4_1_cts: 0.0281 / 0.653 / 0.404
5_1_grt: 0.0307 / 0.654 / 0.426
6_report: 0.0281 / 0.653 / 0.386
-- cell type report --
type / count / area, sq um / share of cell area (%)
clock buffer: 5 / 68.8 / 2.42
clock inverter: 3 / 28.8 / 1.01
inverter: 10 / 37.5 / 1.32
multi-input combinational: 213 / 1340 / 47.3
sequential: 54 / 1120 / 39.5
tap: 105 / 131 / 4.63
timing repair buffer: 11 / 108 / 3.79
Power and IR drop assume default switching activity.
