==> ./run.sh <==
#!/bin/bash
# OpenROAD 26Q1-2900-gdf79404cd8, Yosys 0.63+post, stock flow scripts
make -C /OpenROAD-flow-scripts/flow DESIGN_CONFIG=/design/flow/config.mk WORK_HOME=/design/flow/orfs finish
==> ./config.mk <==
export PLATFORM = sky130hd
export DESIGN_NAME = uart_tx
export DESIGN_NICKNAME = uart_tx
export VERILOG_FILES = /design/flow/design.v
export SDC_FILE = /design/flow/constraint.sdc
export NUM_CORES = 4
export LEC_CHECK = 1
export CORE_UTILIZATION = 40
==> ./constraint.sdc <==
current_design uart_tx

set clk_period 4.1
set clk_io_pct 0.2

create_clock -name clk0 -period $clk_period [get_ports {clk}]

set non_clock_inputs [all_inputs -no_clocks]
set_input_delay [expr $clk_period * $clk_io_pct] -clock clk0 $non_clock_inputs
set_output_delay [expr $clk_period * $clk_io_pct] -clock clk0 [all_outputs]
==> ./design.v <==
module uart_tx(
input  clk,
input rst_n,
output reg dat
);
reg en;
reg[31:0] cnt;
reg[7:0] o_dat;
reg[3:0] bit_cnt;
reg bit_flag;
reg work_flag;
reg [31:0] cnt1s;
parameter baud = 5208;
parameter cnt_1s_max = 49_999_999;
always @ (posedge clk or negedge rst_n)
begin
	if(!rst_n)
		cnt<=32'd0;
	else if(cnt>=baud-1 || work_flag==1'd0)
		cnt<=32'd0;
	else
		cnt<=cnt+32'd1;
end
always @ (posedge clk or negedge rst_n)
begin
	if(!rst_n)
	begin
		cnt1s<=32'd0;
		en<=1'd0;
	end
	else if(bit_cnt==4'd8)
		en<=1'b0;
	else if(cnt1s>=cnt_1s_max-1)
	begin
		cnt1s<=32'd0;
		en<=1'b1;
	end
	else
		cnt1s<=cnt1s+32'd1;
end
always @ (posedge clk or negedge rst_n)
begin
	if(!rst_n)
		work_flag<=1'd0;
	else if(en)
		work_flag<=1'd1;
	else if(bit_flag && bit_cnt==4'd8)
		work_flag<=1'd0;
end
always @ (posedge clk or negedge rst_n)
begin
	if(!rst_n)
		bit_flag<=1'd0;
	else if(cnt==baud-1)
		bit_flag<=1'd1;
	else
		bit_flag<=1'd0;
end
always @ (posedge clk or negedge rst_n)
begin
	if(!rst_n)
		bit_cnt<=4'd9;
	else if(bit_flag==1'd1 && bit_cnt>=4'd9)
		bit_cnt<=4'd0;
	else if(bit_flag && work_flag==1'd1)
		bit_cnt<=bit_cnt+4'd1;
end
always @ (posedge clk or negedge rst_n)
begin
	if(!rst_n)	
	begin
		dat<=1'd1;
		o_dat<="a";
	end
	else
	begin	
		case (bit_cnt)
			4'd0:dat<=1'd0;
			4'd1:dat<=o_dat[0];
			4'd2:dat<=o_dat[1];
			4'd3:dat<=o_dat[2];
			4'd4:dat<=o_dat[3];
			4'd5:dat<=o_dat[4];
			4'd6:dat<=o_dat[5];
			4'd7:dat<=o_dat[6];
			4'd8:dat<=o_dat[7];
			4'd9:dat<=1'd1;
			default:dat<=1'd1;
		endcase
	end
end
endmodule
==> GITHUB_STEP_SUMMARY <==
## Implementation flow summary

| Metric | Value |
|---|---|
| Status | `completed` |
| Residual DRC count | `0` |
| Layout fillers | `691` |
| Tot Pwr | `1.320 mW` |
| Peak supply drop | `203.1 uV` |
| Distinct lib cells | `43` |
| Internal cell power | `1.039 mW` |
| Clk buf depth | `2` |
| Comb area | `0.001428 mm^2` |
| Vias | `2200` |
| EDFF count, synth | `0` |
| Global route overflow | `0` |
| Synth area leader | `dfrtp_1` |
| Most frequent cell after synthesis | `dfrtp_1` |
| Cell count after synthesis | `315` |
| Routed WL | `5.388 mm` |
| Hold crit path type | `register to register` |
| # IOs | `3` |
| Avg Inst Size Synth | `10.32 um^2` |
| Synth flops | `72` |
| Clock share of power | `0.440` |
| Critical-path maximum fanout | `11` |
| HP Start | `cnt[0]` |
| CTS Sinks | `72` |
| YS chip area | `0.003249 mm^2` |
| Synth warn | `1` |
| # rows | `32` |
| CP arrival | `3.03 ns` |
| Die W | `92.13 um` |
| Worst slew pin tran | `0.7979 ns` |
| Final Hold Vio Count | `0` |
| CTS clock-pin slew for the worst setup and hold paths | `0.07 ns` |
| Final setup skew | `0.003747 ns` |
| Flop pwr share | `0.547` |
| Post-DR vias/cell | `4.911` |
| CP Launch Type | `register` |
| OpenROAD warning count | `29` |
| Pwr dens | `361.5 mW/mm^2` |
| Leak pwr | `1.649 nW` |
| Synth top area cells | `dfrtp_1 (53%), nor2_1 (6.4%), xor2_1 (6.2%)` |
| PortBufs | `2` |
| Detailed Route Iter0 Violations | `110` |
| Critical path required time | `4.36 ns` |
| First-pass GRT wire length | `10.01 mm` |
| Mapped cell area | `0.003249 mm^2` |
| Period utilization | `0.6755` |
| Min cycle time layout | `2.769 ns` |
| Die Ht | `92.13 um` |
| Number of H-tree levels | `3` |
| Primary FF master, synth | `dfrtp_1` |
| Synth top cells by count | `dfrtp_1 (69), nor2_1 (55), nand2_1 (24), xor2_1 (23), nand3_1 (19)` |
| Remaining antenna violation count | `0` |
| GP Congestion | `0.8077` |
| RSZ-0062 raised after global routing | `false` |
| Root Driver | `clkbuf_8` |
| Crit path from | `bit_cnt[0]` |
| Tot GR Track Use | `0.1515` |
| P&R area growth vs syn | `12.32%` |
| Layout cell share with drive strength beyond 1 | `0.07803` |
| TritonCTS clock tree | `yes` |
| Final setup TNS | `0 ns` |
| FP Core Util | `0.4162` |
| WL per Instance | `12.03 um` |
| Number of antenna violations at the first check in global routing | `0` |
| Sw Ratio | `0.2125` |
| First-pass detailed-route iteration total | `4` |
| Vias in the first global route | `2132` |
| Setup Viol. Count Final | `0` |
| Relative slew slack | `0.4636` |
| Core area | `0.007807 mm^2` |
| Worst setup EP type | `register` |
| Switching power | `0.2804 mW` |
| Resize count post-CTS | `0` |
| Flop area | `0.001805 mm^2` |
| Hold_buf cts | `0` |
| Clk Latency, worst-skew pair | `0.34 ns` |
| RR Startpoint | `bit_cnt[0]` |
| WS Path Type | `register to register` |
| Cell count listed in synth_stat.txt | `315` |
| Post-CTS Setup Bufs | `0` |
| Fmax | `361.1 MHz` |
| Slew Viols, Final | `0` |
| Largest net degree at the start of global routing | `39` |
| DP Wirelength | `3.522 mm` |
| Antenna Cells | `0` |
| Num CTS Buffers | `9` |
| Logic pwr share | `0.013` |
| Post-synthesis sequential area ratio | `0.5556` |
| Die area | `0.008488 mm^2` |
| Post-synth ARST share | `1.000` |
| MaxCap Viol Count | `0` |
| Area leader share | `0.5314` |
power by group through the flow:
stage         Sequential, mW  Combinational [mW]  Clock (mW)
finish                 0.722              0.0169       0.581
global route           0.722              0.0218       0.643
CTS                    0.722              0.0186       0.606
path summary, 6_finish.rpt:
kind,to,slack (ns),depth (start not counted)
max,cnt1s[31],1.33,7
min,cnt[0],0.47,1
max reg2reg,cnt1s[31],1.33,7
min reg2reg,cnt[0],0.47,1
max in group asynchronous,bit_cnt[0],2.59,2
min in group asynchronous,cnt1s[14],0.54,1
cell families after synthesis:
group                    count (synthesis)  synth area share
other                                    1          0.001154
adder cells (fa/ha/maj)                  7           0.02695
AND-OR/OR-AND                           30           0.06392
XOR/XNOR                                34           0.09164
flip-flops                              72            0.5556
buffers and inverters                   18           0.02580
AND/OR/NAND/NOR                        153            0.2349
registers in the layout, indices dropped and copies added, names as in the netlist:
name	count
bit_cnt	4
cnt1s	32
en	1
dat	1
bit_flag	1
work_flag	1
cnt	32
per-stage QoR:
step | std cells | util | hold WS, ns | instance area [um^2] | setup WS, ns
after floorplan | 333 | - | 0.4284 | 3317 | 1.759
after global placement | 432 | 0.4401 | 0.4471 | 3436 | 1.425
after detailed placement | 432 | 0.4401 | 0.4484 | 3436 | 1.343
after CTS | 448 | 0.4675 | 0.4700 | 3650 | 1.331
after global routing | 448 | 0.4675 | 0.5000 | 3650 | 1.100
final | 448 | 0.4675 | 0.4693 | 3650 | 1.331
placed cells by master (no fill, tap or decap), drive strengths merged, types with 4 or more instances in the layout:
cell type	instances
nor4	7
nand3	20
conb	19
o21ai	5
a31oi	5
nor3	9
and3	7
clkbuf	11
dfrtp	69
nand2	24
xor2	23
ha	7
inv	12
xnor2	11
nand4	13
a21oi	7
nor2	55
buf	4
final cells by class:
| class | instances | share of cell area |
|---|---|---|
| repair buffers | 5 | 0.01028 |
| clock buffers | 11 | 0.04148 |
| inverters | 10 | 0.01028 |
| multi-input cells | 243 | 0.3912 |
| well taps | 102 | 0.03497 |
| clock inverters | 5 | 0.01714 |
| flip-flops and latches | 72 | 0.4947 |
per-layer routing:
metal / track usage / wire length [um]
met1: 0.2406 / 2723
met2: 0.2239 / 2410
met3: 0.04219 / 192
met4: 0.01432 / 61
met5: 0 / 0
worst max-delay path: stages (launching register included):
cell,delay (ns)
dfstp_2,0.56
inv_1,0.09
ha_1,0.24
and3b_1,0.35
nor4_2,0.78
nand2_1,0.17
or3_1,0.37
a21oi_1,0.14
No activity file was given, so power comes from the tool's default toggle rates.
